==> ./design.v <==
module ysyx_25040109_XBAR (
    input clock,
    input reset,
    input        in_arvalid,
    output       in_arready,
    input [31:0] in_araddr,
    output       in_rvalid,
    input        in_rready,
    output [31:0] in_rdata,
    output [1:0]  in_rresp,
    input [3:0]  in_arid,
    output  [3:0] in_rid,
    output        in_rlast, 
    input [7:0]  in_arlen,
    input [2:0]  in_arsize,
    input [1:0]  in_arburst,
    input        in_awvalid,
    output       in_awready,
    input [31:0] in_awaddr,
    input [3:0]  in_awid,
    input        in_wvalid,
    output       in_wready,
    input [31:0] in_wdata,
    input [3:0]  in_wstrb,
    input        in_wlast,
    output       in_bvalid,
    input        in_bready,
    output [1:0] in_bresp,
    output [3:0] in_bid,
    input [7:0]  in_awlen,
    input [2:0]  in_awsize,
    input [1:0]  in_awburst,
    output       s_arvalid,
    input        s_arready,
    output [31:0] s_araddr,
    input        s_rvalid,
    output       s_rready,
    input [31:0] s_rdata,
    input [1:0]  s_rresp,
    output [3:0] s_arid,
    input [3:0] s_rid,
    input       s_rlast,
    output [7:0] s_arlen,
    output [2:0] s_arsize,
    output [1:0] s_arburst,
    output       s_awvalid,
    input        s_awready,
    output [31:0] s_awaddr,
    output [3:0] s_awid,
    output       s_wvalid,
    input        s_wready,
    output [31:0] s_wdata,
    output [3:0]  s_wstrb,
    output        s_wlast,
    input        s_bvalid,
    output       s_bready,
    input [1:0]  s_bresp,
    input [3:0]  s_bid,
    output [7:0] s_awlen,
    output [2:0] s_awsize,
    output [1:0] s_awburst,
    output       u_arvalid,
    input        u_arready,
    output [31:0] u_araddr,
    input        u_rvalid,
    output       u_rready,
    input [31:0] u_rdata,
    input [1:0]  u_rresp,
    output [3:0] u_arid,
    input [3:0]  u_rid,
    input         u_rlast,
    output [7:0] u_arlen,
    output [2:0] u_arsize,
    output [1:0] u_arburst,
    output       u_awvalid,
    input        u_awready,
    output [31:0] u_awaddr,
    output [3:0] u_awid,
    output       u_wvalid,
    input        u_wready,
    output [31:0] u_wdata,
    output [3:0]  u_wstrb,
    output        u_wlast,
    input        u_bvalid,
    output       u_bready,
    input [1:0]  u_bresp,
    input [3:0]  u_bid,
    output [7:0] u_awlen,
    output [2:0] u_awsize,
    output [1:0] u_awburst,
    output       c_arvalid,
    input        c_arready,
    output [31:0] c_araddr,
    input        c_rvalid,
    output       c_rready,
    input [31:0] c_rdata,
    input [1:0]  c_rresp,
    output [3:0] c_arid,
    input [3:0]  c_rid,
    input        c_rlast,
    output [7:0] c_arlen,
    output [2:0] c_arsize,
    output [1:0] c_arburst,
    output       c_awvalid,
    input        c_awready,
    output [31:0] c_awaddr,
    output [3:0] c_awid,
    output       c_wvalid,
    input        c_wready,
    output [31:0] c_wdata,
    output [3:0]  c_wstrb,
    output        c_wlast,
    input        c_bvalid,
    output       c_bready,
    input [1:0]  c_bresp,
    input [3:0]  c_bid,
    output [7:0] c_awlen,
    output [2:0] c_awsize,
    output [1:0] c_awburst
);
    assign s_arid = in_arid;
    assign u_arid = in_arid;
    assign c_arid = in_arid;
    assign s_arlen = in_arlen;
    assign s_arsize = in_arsize;
    assign s_arburst = in_arburst;
    assign u_arlen = in_arlen;
    assign u_arsize = in_arsize;
    assign u_arburst = in_arburst;
    assign c_arlen = in_arlen;
    assign c_arsize = in_arsize;
    assign c_arburst = in_arburst;
    assign in_rid = rd_err ? rd_id_latched : 
                    (rd_target == T_SRAM ? s_rid :
                     rd_target == T_UART ? u_rid :
                     rd_target == T_CLINT? c_rid : 4'b0);
    assign in_rlast = rd_err ? err_rlast :
                      (rd_target == T_SRAM ? s_rlast :
                       rd_target == T_UART ? u_rlast :
                       rd_target == T_CLINT? c_rlast   : 1'b0);
    reg err_rlast;
    reg [7:0] err_rlen_cnt;
    reg [3:0] rd_id_latched;
    reg [3:0] wr_id_latched;
    localparam [1:0] RESP_OKAY   = 2'b00;
    localparam [1:0] RESP_DECERR = 2'b11; 
    localparam [31:0] SRAM_ADDR_BEGIN   = 32'h80000000;
    localparam [31:0] SRAM_ADDR_END     = 32'h87ffffff ;
    localparam [31:0] UART_ADDR_BEGIN   = 32'h10000000;
    localparam [31:0] UART_ADDR_END     = 32'h10000008;
    localparam [31:0] CLINT_LO_ADDR     = 32'h10010000;
    localparam [31:0] CLINT_HI_ADDR     = 32'h10010004;
    localparam [1:0] T_SRAM = 2'd0;
    localparam [1:0] T_UART = 2'd1;
    localparam [1:0] T_CLINT= 2'd2 ;
    localparam [1:0] T_INV  = 2'd3;
    localparam [1:0] RD_IDLE  = 2'd0;
    localparam [1:0] RD_RESP  = 2'd1;
    localparam [1:0] WR_IDLE  = 2'd0;
    localparam [1:0] WR_DATA  = 2'd1;
    localparam [1:0] WR_RESP  = 2'd2;
    reg [1:0] rd_state;
    reg [1:0] wr_state;
    reg [1:0] rd_target;
    reg [1:0] wr_target;
    reg       rd_err;
    reg       wr_err;
    reg       aw_done;
    reg       w_done;
    reg       err_rvalid;
    reg       err_bvalid;
    reg       rd_pending;
    reg       wr_pending;
    wire ar_simple_ok    = (in_arlen == 8'd0) && (in_arsize == 3'b010) && (in_arburst == 2'b01);
    wire aw_simple_ok    = (in_awlen == 8'd0) && (in_awsize == 3'b010) && (in_awburst == 2'b01);
    wire hit_ar_uart     = (in_araddr[31:0] >= UART_ADDR_BEGIN && in_araddr[31:0] <= UART_ADDR_END) && ar_simple_ok;
    wire hit_ar_sram     = (in_araddr[31:0] >= SRAM_ADDR_BEGIN && in_araddr[31:0] <= SRAM_ADDR_END);
    wire hit_ar_clint    = ((in_araddr[31:0] == CLINT_LO_ADDR) || (in_araddr[31:0] == CLINT_HI_ADDR)) && ar_simple_ok ;
    wire hit_aw_uart     = (in_awaddr[31:0] >= UART_ADDR_BEGIN && in_awaddr[31:0] <= UART_ADDR_END) && aw_simple_ok;
    wire hit_aw_sram     = (in_awaddr[31:0] >= SRAM_ADDR_BEGIN  && in_awaddr[31:0] <= SRAM_ADDR_END);
    wire hit_aw_clint    = ((in_awaddr[31:0] == CLINT_LO_ADDR) || (in_awaddr[31:0] == CLINT_HI_ADDR)) && aw_simple_ok;
    wire in_ar_fire = in_arvalid && in_arready;
    wire in_aw_fire = in_awvalid && in_awready;
    wire in_w_fire  = in_wvalid  && in_wready;
    wire in_r_fire  = in_rvalid  && in_rready;
    wire in_b_fire  = in_bvalid  && in_bready;
    assign in_arready = (rd_state == RD_IDLE) ?
                        (hit_ar_sram ? s_arready :
                        hit_ar_uart ? u_arready :
                        hit_ar_clint ? c_arready : 1'b1) : 1'b0;
    assign in_awready = (wr_state == WR_IDLE) ?
                        (hit_aw_sram ? s_awready :
                        hit_aw_uart ? u_awready :
                        hit_aw_clint ? c_awready : 1'b1) : 1'b0;
    assign in_wready  = (wr_state == WR_DATA) ?
                        (wr_err ? 1'b1 :
                        (wr_target == T_SRAM ? s_wready :
                         wr_target == T_UART ? u_wready :
                         wr_target == T_CLINT ? c_wready : 1'b0)) : 1'b0;
    assign s_arvalid = (rd_state == RD_IDLE && in_arvalid && hit_ar_sram);
    assign u_arvalid = (rd_state == RD_IDLE && in_arvalid && hit_ar_uart);
    assign c_arvalid = (rd_state == RD_IDLE && in_arvalid && hit_ar_clint);
    assign s_araddr  = in_araddr;
    assign u_araddr  = in_araddr;
    assign c_araddr  = in_araddr;
    assign s_awvalid = (wr_state == WR_IDLE && in_awvalid && hit_aw_sram);
    assign u_awvalid = (wr_state == WR_IDLE && in_awvalid && hit_aw_uart);
    assign c_awvalid = (wr_state == WR_IDLE && in_awvalid && hit_aw_clint);
    assign s_awaddr  = in_awaddr;
    assign u_awaddr  = in_awaddr;
    assign c_awaddr  = in_awaddr;
    assign s_awid    = in_awid;
    assign u_awid    = in_awid;
    assign c_awid    = in_awid;
    assign s_awlen   = in_awlen;
    assign s_awsize  = in_awsize;
    assign s_awburst = in_awburst;
    assign u_awlen   = in_awlen;
    assign u_awsize  = in_awsize;
    assign u_awburst  = in_awburst;
    assign c_awlen   = in_awlen;
    assign c_awsize  = in_awsize;
    assign c_awburst = in_awburst;
    assign s_wvalid = (wr_state == WR_DATA && !wr_err && wr_target == T_SRAM) ? in_wvalid : 1'b0;
    assign u_wvalid = (wr_state == WR_DATA && !wr_err && wr_target == T_UART) ? in_wvalid : 1'b0;
    assign c_wvalid = (wr_state == WR_DATA && !wr_err && wr_target == T_CLINT) ? in_wvalid : 1'b0;
    assign s_wdata  = in_wdata;
    assign u_wdata  = in_wdata;
    assign c_wdata  = in_wdata;
    assign s_wstrb  = in_wstrb;
    assign u_wstrb  = in_wstrb;
    assign c_wstrb  = in_wstrb;
    assign s_wlast  = in_wlast;
    assign u_wlast  = in_wlast;
    assign c_wlast  = in_wlast;
    assign s_rready = (rd_state == RD_RESP && !rd_err && rd_target == T_SRAM) ? in_rready : 1'b0;
    assign u_rready = (rd_state == RD_RESP && !rd_err && rd_target == T_UART) ? in_rready : 1'b0;
    assign c_rready = (rd_state == RD_RESP && !rd_err && rd_target == T_CLINT) ? in_rready : 1'b0;
    assign s_bready = (wr_state == WR_RESP && !wr_err && wr_target == T_SRAM) ? in_bready : 1'b0;
    assign u_bready = (wr_state == WR_RESP && !wr_err && wr_target == T_UART) ? in_bready : 1'b0;
    assign c_bready = (wr_state == WR_RESP && !wr_err && wr_target == T_CLINT) ? in_bready : 1'b0;
    assign in_rvalid = (rd_state == RD_RESP && rd_pending) ?
                       (rd_err ? err_rvalid :
                       (rd_target == T_SRAM ? s_rvalid :
                        rd_target == T_UART ? u_rvalid :
                        rd_target == T_CLINT ? c_rvalid : 1'b0)) : 1'b0;
    assign in_rdata  = rd_err ? 32'b0 :
                       (rd_target == T_SRAM ? s_rdata :
                        rd_target == T_UART ? u_rdata :
                        rd_target == T_CLINT ? c_rdata : 32'b0);
    assign in_rresp  = rd_err ? RESP_DECERR :
                       (rd_target == T_SRAM ? s_rresp :
                        rd_target == T_UART ? u_rresp :
                        rd_target == T_CLINT ? c_rresp : RESP_DECERR);
    assign in_bvalid = (wr_state == WR_RESP && wr_pending) ?
                       (wr_err ? err_bvalid :
                       (wr_target == T_SRAM ? s_bvalid :
                        wr_target == T_UART ? u_bvalid :
                        wr_target == T_CLINT? c_bvalid : 1'b0)) : 1'b0;
    assign in_bresp  = wr_err ? RESP_DECERR :
                       (wr_target == T_SRAM ? s_bresp :
                        wr_target == T_UART ? u_bresp :
                        wr_target == T_CLINT ? c_bresp : RESP_DECERR);
    assign in_bid    = wr_err ? wr_id_latched :
                       (wr_target == T_SRAM ? s_bid :
                        wr_target == T_UART ? u_bid :
                        wr_target == T_CLINT ? c_bid : 4'b0);
    always @(posedge clock) begin
        if (reset) begin
            rd_state <= RD_IDLE;
            wr_state <= WR_IDLE;
            rd_target <= T_INV;
            wr_target <= T_INV;
            rd_err <= 1'b0;
            wr_err <= 1'b0;
            aw_done <= 1'b0;
            w_done <= 1'b0;
            err_rvalid <= 1'b0;
            err_bvalid <= 1'b0;
            err_rlast  <= 1'b0;
            err_rlen_cnt <= 8'd0;
            rd_id_latched <= 4'b0;
            wr_id_latched <= 4'b0;
            rd_pending <= 1'b0;
            wr_pending <= 1'b0;
        end else begin
            case (rd_state)
                RD_IDLE: begin
                    err_rvalid <= 1'b0;
                    err_rlast  <= 1'b0;
                    err_rlen_cnt <= 8'd0;
                    if (in_ar_fire) begin
                        rd_target <= hit_ar_sram ? T_SRAM :
                                     hit_ar_uart ? T_UART :
                                     hit_ar_clint ? T_CLINT : T_INV;
                        rd_err <= !(hit_ar_sram || hit_ar_uart || hit_ar_clint);
                        rd_id_latched <= in_arid;
                        rd_pending <= 1'b1;
                        if (!(hit_ar_sram || hit_ar_uart || hit_ar_clint)) begin
                            err_rvalid <= 1'b1;
                            err_rlen_cnt <= in_arlen;
                            err_rlast <= (in_arlen == 8'd0);
                        end
                        rd_state <= RD_RESP;
                    end
                end
                RD_RESP: begin
                    if (rd_err) begin
                        if (in_r_fire) begin
                            if (err_rlen_cnt == 8'd0) begin
                                err_rvalid <= 1'b0;
                                err_rlast  <= 1'b0;
                                rd_pending <= 1'b0;
                                rd_state <= RD_IDLE;
                            end else begin
                                err_rlen_cnt <= err_rlen_cnt - 1'b1;
                                err_rlast <= (err_rlen_cnt == 8'd1);
                            end
                        end
                    end else begin
                        if (in_r_fire && in_rlast) begin
                            rd_pending <= 1'b0;
                            rd_state <= RD_IDLE;
                        end
                    end
                end
                default: rd_state <= RD_IDLE;
            endcase
            case (wr_state)
                WR_IDLE: begin
                    err_bvalid <= 1'b0;
                    aw_done <= 1'b0;
                    w_done <= 1'b0;
                    if (in_aw_fire) begin
                        wr_target <= hit_aw_sram ? T_SRAM :
                                     hit_aw_uart ? T_UART :
                                     hit_aw_clint ? T_CLINT : T_INV;
                        wr_err <= !(hit_aw_sram || hit_aw_uart || hit_aw_clint);
                        wr_id_latched <= in_awid;
                        aw_done <= 1'b1;
                        wr_state <= WR_DATA;
                    end
                end
                WR_DATA: begin
                    if (in_w_fire && in_wlast) begin
                        w_done <= 1'b1;
                    end
                    if (aw_done && w_done) begin
                        if (wr_err) begin
                            err_bvalid <= 1'b1;
                        end
                        wr_pending <= 1'b1;
                        wr_state <= WR_RESP;
                    end
                end
                WR_RESP: begin
                    if (in_b_fire) begin
                        err_bvalid <= 1'b0;
                        wr_pending <= 1'b0;
                        wr_state <= WR_IDLE;
                    end
                end
                default: wr_state <= WR_IDLE;
            endcase
        end
    end
endmodule
==> ./run.sh <==
#!/bin/bash
# OpenROAD 26Q1-2900-gdf79404cd8, Yosys 0.63+post, stock flow scripts
make -C /OpenROAD-flow-scripts/flow DESIGN_CONFIG=/design/flow/config.mk WORK_HOME=/design/flow/orfs finish
==> ./config.mk <==
export PLATFORM = sky130hd
export DESIGN_NAME = ysyx_25040109_XBAR
export DESIGN_NICKNAME = ysyx_25040109_XBAR
export VERILOG_FILES = /design/flow/design.v
export SDC_FILE = /design/flow/constraint.sdc
export NUM_CORES = 4
export LEC_CHECK = 1
export CORE_AREA = 10 10 296 296
export DIE_AREA = 0 0 306 306
==> ./constraint.sdc <==
current_design ysyx_25040109_XBAR

set clk_period 3.7
set clk_io_pct 0.2

create_clock -name clk0 -period $clk_period [get_ports {clock}]

set non_clock_inputs [all_inputs -no_clocks]
set_input_delay [expr $clk_period * $clk_io_pct] -clock clk0 $non_clock_inputs
set_output_delay [expr $clk_period * $clk_io_pct] -clock clk0 [all_outputs]
==> impl_metrics.ini <==
; synthesis and place-and-route metrics
[route]
drc = 0
drt_wl_total_um = 54900
vias = 7273
wl_per_cell_um = 24.2
drt-pass1-iter-count = 4
ant_nets = 0
drt_iter0_markers = 428
via_per_inst = 3.20

[place]
dpl-instance-area_mm2 = 0.0115
dp_hpwl_um = 50200
io_buffer_count = 617
gp_congestion = 0.863
pre_cts_ws_ns = -0.0793

[finish]
n_fill_cell = 9276
seqCellArea_um2 = 727
lay_top_cells = clkdlybuf4s50_1 (614), nor2_1 (101), buf_4 (100)
final_area_mm2 = 0.0118
syn2layout_area_growth_pct = 82.2
post-route-util = 0.146
comb_area_mm2 = 0.00255
layout_top_cell = clkdlybuf4s50_1
final_layout_size_suffix_gt1_frac = 0.109

[critical_path]
cp-end-kind = output port
crit_arrival_ns = 2.90
crit_chain = clkdlybuf4s50_1, nor4_1, buf_4, and4bb_1, nand4b_1, a21oi_2, nor3b_1, clkdlybuf4s50_1
critical_path.top_delay_family = buffers and inverters
required_ns = 2.96
r2r_start = rd_state[0]
r2r_cells = 5
path_buffers = 3
worstSetupPathType = input port to output port
critPathMaxStageDelay_ns = 0.52
cpMostUsedCell = clkdlybuf4s50_1
critPathLaunchType = input port
cp_max_fo = 3
r2r_slack_ns = 1.59
r2r-end = err_rlen_cnt[1]
critPathSlowestCell = clkdlybuf4s50_1

[timing]
min_period_ns = 3.64
whs_ns = 0.476
rsz0062_at_grt = true
finalSetupViolCount = 0
clock_skew_ns = 0.00811
relSlewSlack = 0.468
max_freq_ghz = 0.274
tightestPinTransition_ns = 0.798
hold_viol = 0
setup_ws_ns = 0.0567
period_used_share = 0.985
slew_viol_final = 0

[synthesis]
synth_cell_types = 62
syn_area_per_cell_um2 = 6.99
ys.flops = 36
synthCells = 924
ys_cells = 924
synth_area_mm2 = 0.00646
yosys.stat.seqShare = 0.112
edf_count = 0
ff_type = dfxtp_1
ys_warn_count = 1
async_flop_share = 0
ys_area_mm2 = 0.00646

[cts]
cts_buffers = 5
cts_root_buf = clkbuf_16
htreeDepth = 2
cts_setup_buffers = 0
clkTransAtPathRegs_ns = 0.07
tritoncts = built
clock-sinks = 36
clk_latency_ns = 0.31
cts_buffer_depth = 2

[job]
log.warning_count = 28
cap_violations = 0

[hold_path]
min_delay_path_depth = 2
min_from = err_rlast
hold_path_class = register to register
min_to = err_rlast

[grt]
grt_max_degree = 62
grt_overflow = 0
grt_pass1_vias = 7580
grtUsageTotal = 0.112
grt_pass1_wl_um = 70400
antenna_found_initial = 20

[floorplanning]
io_pins = 762
fp_util = 0.0799
dieArea_mm2 = 0.0936
core_mm2 = 0.0808
num_rows = 104
die_h_um = 306
die_x_um = 306

[status]
status = complete, no violations

[power]
power.density_mw_per_mm2 = 164
irDropWorstVdd_v = 0.000138
p_leak_nw = 4.20
==> synthesized netlist by cell type, types with 3 or more instances <==
cell type	instances	area [um^2]
and4_1	4	35.0
nor4_1	16	100
a311oi_1	5	43.8
nand4b_1	4	35.0
a21o_1	3	22.5
xor2_1	4	35.0
ha_1	3	37.5
and3_1	4	25.0
a21oi_1	68	340
nand3b_1	5	37.5
a31oi_1	3	18.8
nor3_1	8	40.0
a22oi_1	43	323
clkbuf_1	28	105
nand2b_1	4	25.0
buf_4	405	3040
a211o_1	7	61.3
nand2_1	33	124
or3_1	3	18.8
nand3_1	16	80.1
nor2b_1	3	18.8
a221oi_1	4	35.0
nand4_1	5	31.3
and2_1	11	68.8
o21ai_0	23	115
mux2i_1	6	60.1
nor4b_1	6	52.6
or4_1	5	37.5
buf_1	6	22.5
nor2_1	101	379
dfxtp_1	36	721
inv_1	18	67.6
==> worst max-delay path by stage <==
stage	from	end	slack, ns	cells past startpoint
after global routing	in_araddr[1]	in_arready	-0.04	8
after CTS	in_awaddr[17]	c_awvalid	0.005	7
final	in_arlen[0]	in_arready	0.06	8
==> state kept, by name, summed over array words and instances, names as in the netlist <==
name and flops:
err_rvalid 1, err_rlen_cnt 8, err_rlast 1, rd_target 3, wr_pending 1, wr_id_latched 4
rd_id_latched 4, wr_err 1, aw_done 1, rd_err 1, rd_pending 1, wr_target 3
w_done 1, err_bvalid 1, wr_state 3, rd_state 2
==> per-layer routing <==
layer  up-vias  wire (um)  GRT usage
li1       3319          -          -
met1      3296      20800      0.125
met3        54       6540     0.0547
met4         8        827     0.0145
met2       596      26700      0.193
met5         -         48          0
==> kinds of logic (layout without fill, tap and decap cells) <==
group / after synthesis / in the layout / synth area share
compound gates: 175 / 175 / 0.175
xor+xnor: 5 / 5 / 0.00678
fa+ha+maj: 3 / 3 / 0.00581
buf+inv: 461 / 743 / 0.506
flops: 36 / 36 / 0.112
mux: 6 / 6 / 0.00930
other cells: 0 / 5 / 0
simple gates: 238 / 238 / 0.185
==> per-stage QoR <==
stage,setup TNS [ns],std cells,total power [mW]
2_1_floorplan,0,924,0.870
3_3_place_gp,-0.102,2258,1.48
3_5_place_dp,-0.182,2258,1.48
4_1_cts,0,2266,1.98
5_1_grt,-0.0397,2269,2.05
6_report,0,2271,1.93
==> final cells by class <==
| type | instances | area share |
|---|---|---|
| timing repair buffer | 717 | 0.589 |
| multi-input combinational | 427 | 0.217 |
| tap | 1060 | 0.113 |
| sequential | 36 | 0.0618 |
| clock buffer | 5 | 0.0106 |
| inverter | 18 | 0.00574 |
| clock inverter | 3 | 0.00160 |
| antenna | 5 | 0.00106 |
==> where the power goes <==
| part | switching (mW) | leakage (nW) | total [mW] | internal [mW] |
|---|---|---|---|---|
| combinational | 0.360 | 3.83 | 1.01 | 0.647 |
| clock | 0.215 | 0.0736 | 0.465 | 0.250 |
| sequential | 0.0435 | 0.297 | 0.459 | 0.415 |
| total | 0.619 | 4.20 | 1.93 | 1.31 |
==> repair_timing <==
item / CTS / global route
resized: 3 / 13
endpoints found under the hold margin: 0 / 0
hold buffers: 0 / 0
pin swaps: 0 / 0
endpoints found under the setup margin: 3 / 5
==> worst reg2reg max path, stage by stage (launching register included) <==
cell and delay, ns:
dfxtp_1 0.48, nand2_1 0.24, o21bai_1 0.27, a211oi_2 0.54
nand3_1 0.22, a311oi_1 0.29
Power and IR drop assume default switching activity.
