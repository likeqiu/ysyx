==> ./design.v <==
module ysyx_25040109_LSU(
    input clock,
    input reset,
    input [31:0] addr,
    input [31:0] store_data,
    input [2:0] funct3,
    input is_load,
    input is_store,
    input inst_invalid,
    input in_valid,
    output out_ready,
    output dmem_arvalid,
    input dmem_arready,
    output [31:0] dmem_araddr,
    input [31:0] dmem_rdata,
    input dmem_rvalid,
    output dmem_rready,
    output dmem_awvalid,
    input dmem_awready,
    output [31:0] dmem_awaddr,
    output [3:0] dmem_awid,
    output dmem_wvalid,
    output [31:0] dmem_wdata,
    output [3:0] dmem_wstrb,
    output dmem_wlast,
    input dmem_wready,
    output [7:0] dmem_awlen,
    output [2:0] dmem_awsize,
    output [1:0] dmem_awburst,
    output reg [31:0] load_data,
    output store_enable,
    output out_valid,
    input in_ready,
    input [1:0] dmem_rresp,
    input       dmem_bvalid,
    input [1:0] dmem_bresp,
    input [3:0] dmem_bid,
    output      dmem_bready,
    output      resp_err,
    output [3:0] dmem_arid,
    input [3:0]  dmem_rid,
    input        dmem_rlast,
    output [7:0] dmem_arlen,
    output [2:0] dmem_arsize,
    output [1:0] dmem_arburst
);
    assign dmem_arid = 4'b0001;
    assign dmem_awid = 4'b0001;
    assign dmem_wlast = dmem_wvalid;
    wire [3:0] dmem_bid_unused = dmem_bid;
    assign dmem_arlen = 8'd0;
    assign dmem_arburst = 2'b01;
    assign dmem_awlen = 8'b0;
    assign dmem_awburst = 2'b01;
    localparam IDLE      = 3'b000;   
    localparam WAIT_AR   = 3'b001;   
    localparam WAIT_R    = 3'b010;   
    localparam WAIT_AW   = 3'b011;   
    localparam WAIT_W    = 3'b100;   
    localparam BUFFERED  = 3'b101;   
    localparam WAIT_B    = 3'b110;
    localparam [1:0] RESP_OKAY = 2'b00;
    assign dmem_bready   = (state == WAIT_B);
    reg [2:0] state;
    reg [31:0] buffer_load_data;
    reg [2:0] buffer_funct3;
    reg [1:0] buffer_addr_offset;
    reg [31:0] addr_latched;
    reg [31:0] store_data_latched;
    reg [2:0]  funct3_latched;
    reg        load_latched;
    reg        store_latched;
    wire [2:0] dmem_arsize_sel = load_latched ?
                                 ((funct3_latched == 3'b000 || funct3_latched == 3'b100) ? 3'b000 :
                                  (funct3_latched == 3'b001 || funct3_latched == 3'b101) ? 3'b001 :
                                  3'b010) :
                                 3'b010;
    wire [2:0] dmem_awsize_sel = store_latched ?
                                 ((funct3_latched == 3'b000) ? 3'b000 :
                                  (funct3_latched == 3'b001) ? 3'b001 :
                                  3'b010) :
                                 3'b010;
    assign dmem_arsize = dmem_arsize_sel;
    assign dmem_awsize = dmem_awsize_sel;
    wire in_fire = in_valid && out_ready;
    wire out_fire = out_valid && in_ready;
    wire mem_read_fire = dmem_rvalid && dmem_rready && dmem_rlast;
    wire mem_write_fire = dmem_wvalid && dmem_wready && dmem_wlast;
    wire mem_ar_fire = dmem_arvalid && dmem_arready;
    wire mem_aw_fire = dmem_awvalid && dmem_awready;
    assign out_ready = (state == IDLE) || (state == BUFFERED && in_ready);
    assign out_valid = (state == BUFFERED);
    assign dmem_rready = (state == WAIT_R);
    wire store_valid = store_latched && !inst_invalid;
    assign dmem_arvalid = (state == WAIT_AR && load_latched);
    assign dmem_araddr  = addr_latched;
    assign dmem_awvalid = (state == WAIT_AW && store_valid);
    assign dmem_awaddr  = addr_latched;
    assign dmem_wvalid = (state == WAIT_W && store_valid);
    wire [31:0] store_data_sb = {24'b0, store_data_latched[7:0]} << {addr_latched[1:0], 3'b0};
    wire [31:0] store_data_sh = {16'b0, store_data_latched[15:0]} << {addr_latched[1], 4'b0};
    assign dmem_wdata  = (funct3_latched == 3'b000) ? store_data_sb :
                         (funct3_latched == 3'b001) ? store_data_sh :
                         store_data_latched;
    assign dmem_wstrb  = (funct3_latched == 3'b000) ? (4'b0001 << addr_latched[1:0]) :  
                         (funct3_latched == 3'b001) ? (4'b0011 << {addr_latched[1], 1'b0}) :  
                         (funct3_latched == 3'b010) ? 4'b1111 :  
                         4'b0000;
    assign store_enable = store_valid;
    always @(posedge clock) begin
        if (reset) begin
            state <= IDLE;
            load_latched <= 1'b0;
            store_latched <= 1'b0;
        end else begin
            case (state)
                IDLE: begin
                    if (in_fire && is_load) begin
                        state <= WAIT_AR;
                    end else if (in_fire && is_store) begin
                        state <= WAIT_AW;
                    end
                end
                WAIT_AR: begin
                    if (mem_ar_fire) begin
                        state <= WAIT_R;
                    end
                end
                WAIT_R: begin
                    if (mem_read_fire) begin
                        state <= BUFFERED;
                    end
                end
                WAIT_AW: begin
                    if (mem_aw_fire) begin
                        state <= WAIT_W;
                    end
                end
                WAIT_W: begin
                    if (mem_write_fire) begin
                        state <= WAIT_B;
                    end
                end
                WAIT_B:begin
                    if(dmem_bvalid && dmem_bready)begin
                        state <= BUFFERED;
                    end
                end
                BUFFERED: begin
                    if (out_fire) begin
                        state <= IDLE;
                    end
                end
                default: state <= IDLE;
            endcase
        end
    end
    always @(posedge clock) begin
        if (reset) begin
            addr_latched       <= 32'b0;
            store_data_latched <= 32'b0;
            funct3_latched     <= 3'b0;
            load_latched       <= 1'b0;
            store_latched      <= 1'b0;
        end else begin
            if (in_fire && (is_load || is_store)) begin
                addr_latched       <= addr;
                store_data_latched <= store_data;
                funct3_latched     <= funct3;
                load_latched       <= is_load;
                store_latched      <= is_store;
            end else if (out_fire) begin
                load_latched  <= 1'b0;
                store_latched <= 1'b0;
            end
        end
    end
    always @(posedge clock) begin
        if (state == WAIT_R && mem_read_fire) begin
            buffer_load_data <= dmem_rdata;
            buffer_funct3 <= funct3_latched;
            buffer_addr_offset <= addr_latched[1:0];
        end
    end
    wire [31:0] current_rdata = (state == BUFFERED) ? buffer_load_data : dmem_rdata;
    wire [2:0] current_funct3 = (state == BUFFERED) ? buffer_funct3 : funct3_latched;
    wire [1:0] current_addr_offset = (state == BUFFERED) ? buffer_addr_offset : addr_latched[1:0];
    wire [4:0] byte_shift = {current_addr_offset, 3'b000};
    wire [31:0] shifted_rdata = current_rdata >> byte_shift;
    always @(*) begin
        if (load_latched || state == BUFFERED) begin
            case (current_funct3)
                3'b000: load_data = {{24{shifted_rdata[7]}}, shifted_rdata[7:0]};    
                3'b001: load_data = {{16{shifted_rdata[15]}}, shifted_rdata[15:0]};  
                3'b010: load_data = shifted_rdata;                                    
                3'b100: load_data = {24'b0, shifted_rdata[7:0]};                     
                3'b101: load_data = {16'b0, shifted_rdata[15:0]};                    
                default: load_data = 32'b0;
            endcase
        end else begin
            load_data = 32'b0;
        end
    end
    reg [1:0] buffer_rresp;
    reg [1:0] buffer_bresp;
    wire b_fire = dmem_bvalid && dmem_bready;
    always @(posedge clock) begin
        if (reset) begin
            buffer_rresp <= RESP_OKAY;
            buffer_bresp <= RESP_OKAY;
        end else begin
            if (state == WAIT_R && mem_read_fire) begin
                buffer_rresp <= dmem_rresp;
            end
            if (state == WAIT_B && b_fire) begin
                buffer_bresp <= dmem_bresp;
            end
        end
    end
    assign resp_err = (state == BUFFERED) &&
                      ((load_latched && buffer_rresp != RESP_OKAY) ||
                       (store_latched && buffer_bresp != RESP_OKAY));
endmodule
==> ./run.sh <==
#!/bin/bash
# OpenROAD 26Q1-2900-gdf79404cd8, Yosys 0.63+post, stock flow scripts
make -C /OpenROAD-flow-scripts/flow DESIGN_CONFIG=/design/flow/config.mk WORK_HOME=/design/flow/orfs finish
==> ./config.mk <==
export PLATFORM = sky130hd
export DESIGN_NAME = ysyx_25040109_LSU
export DESIGN_NICKNAME = ysyx_25040109_LSU
export VERILOG_FILES = /design/flow/design.v
export SDC_FILE = /design/flow/constraint.sdc
export NUM_CORES = 4
export LEC_CHECK = 1
export CORE_AREA = 10 10 182 182
export DIE_AREA = 0 0 192 192
==> ./constraint.sdc <==
current_design ysyx_25040109_LSU

set clk_period 7.4
set clk_io_pct 0.2

create_clock -name clk0 -period $clk_period [get_ports {clock}]

set non_clock_inputs [all_inputs -no_clocks]
set_input_delay [expr $clk_period * $clk_io_pct] -clock clk0 $non_clock_inputs
set_output_delay [expr $clk_period * $clk_io_pct] -clock clk0 [all_outputs]
==> results_slide.txt <==
Physical Implementation Snapshot

Global routing
  • First-pass GRT wire length: 31100 um
  • Initial antenna violation count: 2
  • Vias in the first global route: 5125
  • Total gr overflow: 0
  • Maximum number of pins on one net before global-route repair: 68
  • Tot GR Track Use: 10.9%

Status
  • Outcome: finished clean

Routing
  • DRC viols: 0
  • Initial drt markers: 250
  • Final wirelength: 21100 um
  • WL/cell: 16.8 um
  • DR pass1 iterations: 6
  • Detailed-route via count: 5225
  • Vias per std cell: 4.16
  • Antenna Nets Post-Route: 0

Pwr
  • Peak supply drop: 0.0926 mV
  • Overall Power: 0.00136 W
  • Pleak: 2.91 nW
  • P per Cell Area: 160 mW/mm2

Clock tree
  • Total CTS buffers: 9
  • Root Buffer: clkbuf_16
  • H-tree Lvls: 3
  • Num Clock Sinks: 108
  • CTS Hold Bufs: 0
  • Clock transition at path regs: 0.07 ns
  • Clock tree from TritonCTS: done
  • Latest clock arrival within the worst-skew pair: 0.35 ns
  • CTS Buffer Depth: 2
  • Post-CTS sizing: 0
  • Post-CTS Setup Inserts: 0

Timing
  • Final Skew: 0.0113 ns
  • Final Hold Fails: 0
  • Fin crit period: 5.40 ns
  • Headroom to the max-slew limit: 44.3%
  • # setup viols final: 0
  • Setup repair after global routing missed its margin: false
  • Achievable Freq: 185 MHz
  • Final setup TNS: 0 ns
  • Slew Limit Fails: 0
  • Worst slew pin tran: 0.832 ns
  • Tcrit/Tclk final: 72.9%

Logic synthesis
  • Post-Synthesis Cells: 680
  • Commonest flop: dfxtp_1
  • Post-Syn Area: 0.00581 mm2
  • Ys cells: 680
  • Netlist cell types: 45
  • Mapped Avg Cell Area: 8.54 um2
  • Yosys stat area: 0.00581 mm2
  • Synth warnings: 5
  • Synth Seq Share: 43.6%
  • Async S/R FF share, synth: 0%
  • Synth flops: 108
  • Flip-flops with a built-in enable: 37

Placed design
  • Placed Area: 0.00822 mm2
  • Hpwl dp: 15900 um
  • Routability cong.: 0.812
  • IO buf count: 243

Layout
  • Area Growth Syn to Fin: 46.0%
  • Multi-input gate area: 0.00267 mm2
  • Filler Cells Inserted: 3027
  • Layout cells sized above 1: 7.94%
  • Reg area: 0.00253 mm2
  • Post-route cell area: 0.00848 mm2

Hold path
  • HP Class: reg -> reg
  • Hold path cells: 2

Critical path
  • CP endpoint kind: output pin
  • Critical Path RT: 5.92 ns
  • Critical path class: in -> out
  • Critical path peak fanout: 16
  • Worst reg-to-reg setup slack: 4.63 ns
  • Max incr delay on CP: 0.59 ns
  • Critical path launch point type: input pin
  • Arrival @ worst endpoint: 3.92 ns
  • Crit-path most repeated cell: clkdlybuf4s50_1
  • Slowest CP cell: a41oi_4
  • CP cell instances: clkdlybuf4s50_1 > mux2_2 > mux2i_1 > o32ai_4 > a41oi_4 > a21oi_1 > clkdlybuf4s50_1
  • Worst reg2reg path depth: 6

Floorplanning
  • Fp util: 20.1%
  • DIE AREA: 0.0369 mm2
  • Die H: 192 um
  • IO Pins: 300
  • FP Rows: 62
  • Die Wd: 192 um
  • Core Region: 0.0289 mm2

Run
  • Number of logged tool warnings: 41
  • Max_cap viols: 0
layer usage:
metal | global-route usage, % | wire [um] | share of wire (%)
met5 | 0 | 0 | 0
met1 | 14.2 | 9130 | 43
met2 | 18.1 | 10100 | 48
met3 | 3.26 | 1560 | 7.4
met4 | 1.13 | 252 | 1.2
kinds of logic (layout without fill, tap and decap cells):
family	after synthesis	after routing	share of synthesized area, %
AND/OR/NAND/NOR	234	234	16.9
AND-OR/OR-AND	173	173	18.6
buffers and inverters	124	275	13.1
flip-flops	108	108	43.6
multiplexers	39	39	7.64
other	2	42	0.129
report_power, final:
part / total [W] / leakage (nW) / switching (W) / internal [W]
Sequential: 0.000653 / 0.915 / 0.0000199 / 0.000633
Combinational: 0.000252 / 1.87 / 0.000112 / 0.000140
Clock: 0.000455 / 0.128 / 0.000226 / 0.000229
registers in the layout, indices dropped and copies added (netlist names):
register,flops
addr_latched,32
buffer_load_data,32
store_data_latched,32
state,4
buffer_funct3,3
funct3_latched,3
buffer_addr_offset,2
synth_stat cells, types with 2 or more instances:
cell type / instances / area, um2
conb_1: 2 / 7.51
a22oi_1: 8 / 60.1
o21ai_0: 27 / 135
mux2i_1: 16 / 160
a21oi_2: 10 / 87.6
mux2_2: 20 / 225
clkbuf_1: 33 / 124
o211ai_1: 9 / 67.6
and2_1: 9 / 56.3
mux2i_4: 2 / 45.0
buf_6: 2 / 22.5
nand3b_1: 8 / 60.1
buf_4: 72 / 541
dfxtp_1: 71 / 1420
buf_2: 7 / 35.0
a22o_1: 16 / 140
nor3_1: 2 / 10.0
or2_2: 2 / 12.5
a21oi_1: 92 / 460
and3_1: 2 / 12.5
edfxtp_1: 37 / 1110
nor2_1: 30 / 113
nand2b_1: 2 / 12.5
inv_1: 5 / 18.8
nand2_1: 172 / 646
buf_1: 5 / 18.8
area by class of cell:
| type | count | share of cell area [%] |
|---|---|---|
| flip-flops and latches | 108 | 29.9 |
| diodes | 2 | 0.0590 |
| repair buffers | 254 | 29.6 |
| multi-input cells | 486 | 31.5 |
| well taps | 384 | 5.66 |
| inverters | 5 | 0.221 |
| clock buffers | 12 | 2.79 |
| clock inverters | 4 | 0.310 |
worst paths after layout:
kind | start | endpoint
worst min register to register | state[2]$_DFF_P_ | state[2]$_DFF_P_
worst max register to register | state[5]$_DFF_P_ | addr_latched[0]$_SDFFE_PP0P_
worst max-delay path | dmem_rdata[23] | load_data[17]
worst min-delay path | state[2]$_DFF_P_ | state[2]$_DFF_P_
stage by stage:
step	std cells	setup slack, ns	util (%)	hold WS [ns]
final	1255	2.00	29.3	0.445
after global routing	1253	1.88	29.3	0.473
after CTS	1253	2.01	29.3	0.451
after detailed placement	1237	2.00	28.4	0.441
after global placement	1237	2.09	28.4	0.432
after floorplan	718	3.25	-	0.405
cell usage in the layout (no fill, tap or decap), types with 9 or more instances in the layout:
cell,synthesis,layout
conb_1,2,40
buf_4,72,11
o211ai_1,9,9
a21oi_1,92,92
a21oi_2,10,10
dfxtp_1,71,70
clkbuf_16,0,9
nand2_1,172,172
nor2_1,30,29
o21ai_0,27,27
and2_1,9,9
mux2_2,20,20
clkdlybuf4s50_1,0,242
mux2i_1,16,15
edfxtp_1,37,37
a22o_1,16,16
critical path, delay by kind of cell:
kind            cells  cell delay, ns
compound gates      3            0.97
buf+inv             2            0.86
mux                 2            0.60
Power and IR drop assume default switching activity.
