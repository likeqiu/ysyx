## flow/run.sh

```bash
#!/bin/bash
# OpenROAD 26Q1-2900-gdf79404cd8, Yosys 0.63+post, stock flow scripts
make -C /OpenROAD-flow-scripts/flow DESIGN_CONFIG=/design/flow/config.mk WORK_HOME=/design/flow/orfs finish
```

## flow/constraint.sdc

```tcl
current_design ysyx_25040109_RegisterFile

set clk_period 10.4
set clk_io_pct 0.2

create_clock -name clk0 -period $clk_period [get_ports {clock}]

set non_clock_inputs [all_inputs -no_clocks]
set_input_delay [expr $clk_period * $clk_io_pct] -clock clk0 $non_clock_inputs
set_output_delay [expr $clk_period * $clk_io_pct] -clock clk0 [all_outputs]
```

## flow/design.v

```verilog
module ysyx_25040109_RegisterFile #(parameter ADDR_WIDTH = 5,parameter DATA_WIDTH=32)
(
    input [31:0] pc,
    input clock,
    input reset,
    input [DATA_WIDTH-1:0] wdata,
    input [ADDR_WIDTH-1:0] waddr,
    input wen,
    input [ADDR_WIDTH-1:0] raddr1,
    input [ADDR_WIDTH-1:0] raddr2,
    output  [DATA_WIDTH-1:0] rdata1,         
    output  [DATA_WIDTH-1:0] rdata2,
    output [DATA_WIDTH-1:0] a0_out,
    input                       csr_we,
    input  [11:0]               csr_addr, 
    input  [DATA_WIDTH-1:0]     csr_wdata,
    output reg [DATA_WIDTH-1:0] mepc_out,    
    output reg [DATA_WIDTH-1:0] mtvec_out,   
    output  [DATA_WIDTH-1:0]     csr_rdata   
);
    reg [DATA_WIDTH-1:0] rf[31:0];
    reg [DATA_WIDTH-1:0] mstatus;
    reg [DATA_WIDTH-1:0] mepc;
    reg [DATA_WIDTH-1:0] mcause;
    reg [DATA_WIDTH-1:0] mtvec;
    localparam CSR_MSTATUS = 12'h300;
    localparam CSR_MTVEC   = 12'h305;
    localparam CSR_MEPC    = 12'h341;
    localparam CSR_MCAUSE  = 12'h342;
    always @(posedge clock)begin
        if(wen && waddr != 5'b0) begin
            rf[waddr] <= wdata;
        end
    end
    assign rdata1 = (raddr1==5'b0) ? 32'b0 : rf[raddr1]; 
    assign rdata2 = (raddr2==5'b0) ? 32'b0 : rf[raddr2];
    assign a0_out=rf[10];
    assign csr_rdata = (csr_addr == CSR_MSTATUS) ? mstatus :
                       (csr_addr == CSR_MTVEC)   ? mtvec   :
                       (csr_addr == CSR_MEPC)    ? mepc    :
                       (csr_addr == CSR_MCAUSE)  ? mcause  :
                       32'h0;
    always @(*) begin
        mepc_out  = mepc;
        mtvec_out = mtvec;
    end    
    always @(posedge clock) begin
        if (reset) begin
            mstatus <= 32'h1800; 
            mtvec   <= 32'h0; 
            mepc    <= 32'h0;
            mcause  <= 32'h0;
        end else if (csr_we) begin
            case (csr_addr)
                CSR_MSTATUS: mstatus <= csr_wdata;
                CSR_MTVEC:   mtvec   <= csr_wdata;
                CSR_MEPC:    mepc    <= csr_wdata;
                CSR_MCAUSE:  mcause  <= csr_wdata;
                default:;
            endcase
        end
    end
endmodule
```

## flow/config.mk

```make
export PLATFORM = sky130hd
export DESIGN_NAME = ysyx_25040109_RegisterFile
export DESIGN_NICKNAME = ysyx_25040109_RegisterFile
export VERILOG_FILES = /design/flow/design.v
export SDC_FILE = /design/flow/constraint.sdc
export NUM_CORES = 4
export LEC_CHECK = 1
export CORE_UTILIZATION = 50
```

==> results.toml <==
# implementation run metrics
[placed_design]
detailed_place_hpwl_um = 101700
port_bufs = 286
gp_congestion = 0.8969
post_dp_cell_area_um2 = 58330

[routing]
route.met3.wl_um = 32960
top_signal_layer_used = "met5"
dr.first_iter.drc_count = 2528
drt-vias-per-instance = 6.809
postRouteWirelength_um = 174700
wire_per_inst_um = 34.92
wl_met2_um = 79810
antenna_left = 0
via_count_of_the_routed_design = 34060
dr.pass1.iters = 29
m1WireLength_um = 52890
detail_route.drc_violations = 0

[cts]
clk_pin_slew_worst_paths_ns = 0.06
cts_buffer_count = 121
buffers_inserted_by_post_cts_timing_repair = 0
cts_root_buffer = "clkbuf_16"
holdBufCountCts = 0
largest_buffer_count_on_any_clock_path = 3
worst_skew_late_latency_ns = 0.70
tritoncts = "yes"
post_cts.resized_instances = 0
h-tree-depth = 3
clock_sink_count = 1152

[die]
die-height_um = 329.3
fp_util = 0.5067
fp-row-count = 119
io_pins = 319
dieArea_um2 = 108400
core-area_um2 = 105700
die_w_um = 329.3

[job]
drv_cap = 0
openroad.warnings = 61

[synthesis]
postSynthAreaPerCell_um2 = 16.62
syn_area_um2 = 53560
ys.flop_type = "edfxtp_1"
post_synth_tally_of_flip_flops_with_integrated_enable = 1024
post_synth_regs = 1152
postSynth.asyncResetShare = 0
synth_sequential_area_ratio = 0.6219
ys_cells = 3223
yosysWarnings = 1
synth.distinct_cells = 48
post_synth_inst_count = 3223
yosysChipArea_um2 = 53560

[power_and_ir_drop]
power_frac_seq = 0.506
switching_share = 0.2286
worst_ir_drop_vdd_v = 0.0001374
pwr-share-clk = 0.402
p_per_area_nw_per_um2 = 163.1
power.switching_mw = 2.314
cellInternalPower_mw = 7.810
leakagePower_nw = 19.17
comb_power_share = 0.092

[setup_path]
critPathMaxFanout = 73
critPathCaptureType = "primary output"
critPathArrivalTime_ns = 6.10
cp-start-kind = "input pin"
critical_path.startpoint = "raddr1[2]"
timing.rr.start = "mtvec[16]"
r2r_setup_slack_ns = 9.62
setup.worst_path.class = "in -> out"
critical_path_required_ns = 8.32

[sta]
hold_viol_final = 0
rsz0062_at_grt = "false"
setup-tns-final_ns = 0
finClkSkew_ns = 0
hold-worst-slack_ns = 0.4700
max_frequency_ghz = 0.1222
min_period_over_period = 0.7866
slew_violations = 0
worst-slew-pin-transition_ns = 1.078
final.min_clock_period_ns = 8.180
max-slew-margin-rel = 0.2761
report.final.setup_viol = 0

[layout]
layout.area.seq_um2 = 33310
mi_logic_area_um2 = 19180
share_of_cells_above_drive_strength_1 = 0.2480
lay_top_count = "edfxtp_1"
area_delta_synth_final_pct = 15.85
lay_top_cells = "1024 x edfxtp_1, 448 x mux4_2, 275 x clkdlybuf4s50_1, 197 x o21ai_0, 190 x a21oi_1"
fillCellCount = 7646
final_cell_area_um2 = 62050

[global_route]
global_route.usage.total = 0.3650
number_of_antenna_violations_at_the_first_check_in_global_routing = 7
maximum_number_of_pins_on_one_net_before_global_route_repair = 102
grt_first_pass_wirelength_um = 251200
grt.overflow.total = 0
number_of_global_route_vias_before_repair = 37320

[outcome]
status = "finished clean"

[worst_hold_path]
kind_of_path_behind_the_tightest_hold_check = "reg -> reg"
timing.hold.worst.start = "mstatus[11]"
==> sequential cells by signal (all words and copies together), names as in the netlist <==
name,flops
mstatus,32
mcause,32
mepc,32
rf,1024
mtvec,32
==> routing by layer <==
layer  track usage  vias to the layer above
met1        0.4389                    16780
met2        0.5047                     2750
met5       0.05870                        -
li1              -                    14060
met4        0.1290                       27
met3        0.2936                      437
==> worst paths after layout <==
| check | to | cells after the start |
|---|---|---|
| worst max-delay path | rdata1[31] | 7 |
| worst min-delay path | mstatus[11] | 1 |
| worst max register to register | mtvec[16] | 2 |
| worst min register to register | mstatus[11] | 1 |
==> power by group through the flow <==
stage | clock, mW | combinational, mW | sequential [mW]
final | 4.07 | 0.929 | 5.12
after CTS | 4.13 | 0.924 | 5.12
after global routing | 4.30 | 0.981 | 5.12
==> metrics by stage <==
step	power [mW]	cells	setup slack [ns]	util
after CTS	10.17	4996	2.372	0.5868
final	10.12	5002	2.220	0.5870
after detailed placement	6.136	4778	2.345	0.5517
after global routing	10.41	4998	2.162	0.5869
after global placement	6.121	4778	2.398	0.5517
after floorplan	5.692	3254	4.465	-
==> layout make-up <==
cell class / count / area share
antenna: 6 / 0.0002420
clock buffer: 162 / 0.05366
clock inverter: 56 / 0.006130
inverter: 2 / 0.0001613
multi-input combinational: 1794 / 0.3091
sequential: 1152 / 0.5368
tap: 1391 / 0.02805
timing repair buffer: 439 / 0.06585
==> kinds of logic after synthesis <==
family                 share of synthesized area
AND-OR/OR-AND                            0.08298
buffers and inverters                    0.02752
flip-flops                                0.6219
multiplexers                              0.2258
other                                 0.00007001
AND/OR/NAND/NOR                          0.04174
==> worst max-delay path: stages <==
cell and delay, ns:
buf_8 0.42, buf_4 0.62, buf_4 0.69, mux4_2 0.35, a22oi_1 0.12, a311oi_1 0.94, clkdlybuf4s50_1 0.62
==> cell usage after synthesis, drive strengths merged, types with 5 or more instances <==
cell type	number	area (µm²)
a211oi	64	480.5
a21oi	190	950.9
a221oi	47	411.6
a22oi	64	480.5
a311oi	64	560.5
buf	137	828.3
clkbuf	169	638.1
dfxtp	128	2562
edfxtp	1024	30750
mux2	64	720.7
mux2i	128	1281
mux4	448	10090
nand2	71	266.5
nand2b	6	37.54
nand3	128	640.6
nand3b	35	262.8
nor2	28	105.1
nor2b	68	425.4
nor3	10	50.05
nor3b	34	260.3
o2111ai	17	148.9
o21ai	237	1194
o22ai	32	200.2
or2	5	31.28
Power is estimated from default activity; no workload was simulated.
